==> /design/flow/config.mk <==
export PLATFORM = sky130hd
export DESIGN_NAME = tick_gen
export DESIGN_NICKNAME = tick_gen
export VERILOG_FILES = /design/flow/design.v
export SDC_FILE = /design/flow/constraint.sdc
export NUM_CORES = 4
export LEC_CHECK = 1
export CORE_UTILIZATION = 30
==> /design/flow/constraint.sdc <==
current_design tick_gen

set clk_period 7.5
set clk_io_pct 0.2

create_clock -name clk0 -period $clk_period [get_ports {clk}]

set non_clock_inputs [all_inputs -no_clocks]
set_input_delay [expr $clk_period * $clk_io_pct] -clock clk0 $non_clock_inputs
set_output_delay [expr $clk_period * $clk_io_pct] -clock clk0 [all_outputs]
==> /design/flow/design.v <==
module tick_gen (
    input       clk,
    input       reset_n,
    input [2:0] state,
    input [2:0] grid_state,
    input       input_buffer_empty,
    input       forward_north_local_buffer_empty_all,
    input       complete,
    output      tick
);
    localparam  [1:0]   IDLE      = 2'b00,
                        TICK1     = 2'b01,
                        TICK2     = 2'b10;
    reg [2:0]   cnt_reg, cnt_next;
    reg [31:0]  cnt2_reg, cnt2_next;
    reg         tick_reg, tick_next;
    reg [1:0]   state_tick_reg, state_tick_next;
    always @(posedge clk) begin
        if (!reset_n) begin
            tick_reg    <= 0;
            cnt_reg     <= 0;
            cnt2_reg    <= 0;
            state_tick_reg   <= IDLE;
        end
        else begin
            tick_reg    <= tick_next;
            cnt_reg     <= cnt_next;
            cnt2_reg    <= cnt2_next;
            state_tick_reg   <= state_tick_next;
        end
    end
    always @(*) begin
        tick_next = 1'b0;
        cnt_next = cnt_reg;
        cnt2_next = cnt2_reg;
        case (state_tick_reg)
            IDLE:begin
                if(!input_buffer_empty)
                    state_tick_next = TICK1;
                else
                    state_tick_next = IDLE;
            end
            TICK1:begin
                if (input_buffer_empty && grid_state == 0)begin
                    if (cnt_reg == 7) begin 
                        tick_next   = 1;
                        cnt_next    = 0;
                    end 
                    else if (forward_north_local_buffer_empty_all) begin 
                        cnt_next <= cnt_reg + 1'b1;
                    end
                    else if (!forward_north_local_buffer_empty_all) begin 
                        cnt_next <= cnt_reg - 1'b1;
                    end
                end
                if (state == 3'b100) begin
                    state_tick_next = TICK2;
                end
                else
                    state_tick_next = TICK1;
            end
            TICK2:begin
                if (complete)
                    state_tick_next  = IDLE;
                else begin
                    state_tick_next  = TICK2;
                    if (cnt2_reg == 32'h3ec) begin
                        tick_next = 1'b1;
                        cnt2_next = 0;
                    end
                    else
                        cnt2_next = cnt2_reg + 1'b1;
                end
            end
        endcase
    end
    assign tick = tick_reg;
endmodule
==> /design/flow/run.sh <==
#!/bin/bash
# OpenROAD 26Q1-2900-gdf79404cd8, Yosys 0.63+post, stock flow scripts
make -C /OpenROAD-flow-scripts/flow DESIGN_CONFIG=/design/flow/config.mk WORK_HOME=/design/flow/orfs finish
==> results.txt <==
The full implementation flow was run.

As logged by OpenROAD, the buffers inserted on ports number 11. The level count of the clock H-tree stands at 2. The highest supply drop recorded on VDD is ~0.000055 V. The slowest stage of the critical path is the sky130_fd_sc_hd__or4_2 cell. The report lists the number of standard-cell rows as 29. TritonCTS built the clock tree. The antenna violation net count after detailed routing stands at 0. The most common logic cell in the final layout is sky130_fd_sc_hd__dfxtp_1. The number of hold buffers added after cts stands at 0.

The slew at the pin closest to its max-slew limit stands at 0.521 ns. Leaving out fill and tap cells, the most frequent cells in the layout are 38 x sky130_fd_sc_hd__dfxtp_1, 20 x sky130_fd_sc_hd__nor2_1, 17 x sky130_fd_sc_hd__a21oi_1. For this run, the number of Yosys warnings is 1. The wire-length estimate of the detail-placed layout is 2.96 mm. The static leakage power stands at 0.726 nW. Max-cap violations in this run came to 0.

The arrival time at the worst endpoint stands at between 3 and 4 ns. The final-report max-slew violation count stands at 0. The clock passes through at most 2 buffers.

After layout, the minimum clock period comes to 3.27 ns. The areal power density over the cells stands at around 170 nW/um2. TritonRoute output was used to compute an average wire per cell of 12.8 um. In the post-synthesis netlist, the biggest area contributors are sky130_fd_sc_hd__dfxtp_1 37%, sky130_fd_sc_hd__a21oi_1 4.2%, sky130_fd_sc_hd__o31ai_1 4.1%. The number of antenna violations at the first check in global routing stands at 0.

The required time reported for the critical path endpoint stands at 7.72 ns. The total number of vias stands at between 1.5k and 2k. The cell area reported after detailed placement stands at 2220 um2. 0 antenna diodes ended up in the layout. Synthesis inferred about 40 register bits. The clock arrives with 0.00520 ns of skew. Per the post-CTS timing run, clock transition at the registers of the reported paths is 0.07 ns. The yosys stat chip area stands at roughly 2000 um2. The layout summary lists the proportion of cells stronger than drive strength 1 as 6.83%. The number of cells produced by synthesis stands at 239.

The remaining design rule violation count stands at 0. The timer found 2 register pins that no clock reaches; their paths are not timed. The path class of the tightest hold or removal check is reg2reg. The largest fanout of any net on the critical path stands at 16.

The biggest area contributor in the post-synthesis netlist is sky130_fd_sc_hd__dfxtp_1. The die is 84.3 um tall. Entering global routing, the biggest net connects 28 pins.

Per the detail_route report, vias per standard cell equal 5.45. The post-route core utilization stands at a little over a third. Before any placement, the netlist area is recorded as 2030 um2. The combined global-route utilization of all metal layers stands at between 10 and 15%. The number of enable flip-flop cells stands at 0. Looking at the setup timing report, the critical path kind is in2reg.

The wire length reported by the detailed router stands at 4.19 mm. The highest clock rate stands at 0.306 GHz. The mean post-synth cell area stands at 8.51 um2. For this configuration, the core starts out at a cell density of 31.5%. The minimum setup slack among reg-to-reg paths stands at about 5.3 ns.

Setup repair after global routing left no endpoint under its margin. According to the floorplan report, the total die area is just over 7000 um2. The number of CTS-inserted buffers stands at 5.

The overall power consumption stands at 0.384 mW. For the final routed database, the setup TNS stands at 0 ns. According to the floorplan report, the placeable core area is around 6500 um2.

The final critical path takes up roughly 44% of the cycle. The first-pass GRT wire length stands at 7.09 mm. Yosys reports that the leading cell type by area covers 37.4% of the netlist area. Once layout is done, the placed cells without fillers occupy 2330 um2.

The worst-case max-slew headroom was logged as 65.2%. The synthesized netlist contains 40 unique library cells. STA classifies the critical path startpoint as an input port. The register with the most flip-flops in the layout has 32 of them.

The total of endpoints with negative setup slack in the final report stands at 0. Relative to the synthesized area, the layout overhead comes to 14.5%. The report lists the cells along the critical path as clkdlybuf4s50_1 -> nand4b_2 -> or2_2 -> or4_2 -> a21oi_1. In the final layout, the fill cell count is between 600 and 700.

As reported, the later end of the worst-skew pair has a clock insertion delay of 0.29 ns. In this run, the number of DRC markers left after iteration 0 of detailed routing was 106. Yosys stat counts 239 cells in the synthesized netlist. STA classifies the critical path endpoint as a flop.

For this run, asynchronously set or reset flops after synthesis account for 0%. The number of global-route vias before repair stands at 1,563. The number of buffers added for setup after CTS stands at 0. Hold-check failures listed in the final report amount to 0.

The leftover overflow at the end of global routing stands at 0. The flow ran to the end, and the final reports show no timing, DRC or antenna violations. From left edge to right edge, the die measures 84.3 um.

The first-pass detailed-route iteration total stands at 5. According to the I/O placement log, the pin count is 12. The timing report gives the biggest stage delay along the critical path as 0.63 ns.

The count of endpoints without a timing constraint stands at 2. The number of gates given a new drive strength after cts stands at 0. The root buffer cell chosen for the clock tree is sky130_fd_sc_hd__clkbuf_8. Looking at the cell usage after synthesis, the top flip-flop cell is sky130_fd_sc_hd__dfxtp_1. After its last routability iteration, the placer logged a weighted congestion of around 0.83. Warnings raised by the tools during the run amount to 28.
## final timing paths
path,from,to,cells past startpoint
hold / removal,cnt2_reg[26]$_SDFFE_PN0P_,cnt2_reg[26]$_SDFFE_PN0P_,2
hold reg to reg,cnt2_reg[26]$_SDFFE_PN0P_,cnt2_reg[26]$_SDFFE_PN0P_,2
setup reg to reg,cnt2_reg[0]$_SDFFE_PN0P_,cnt2_reg[18]$_SDFFE_PN0P_,5
setup / recovery,complete,cnt2_reg[18]$_SDFFE_PN0P_,5
## worst max-delay path, delay by kind of cell
family	cells	cell delay, ns
AOI/OAI and AO/OA	1	0.15
buffers and inverters	1	0.44
and+or+nand+nor	3	1.40
## stage by stage
| step | worst slack (ns) | hold slack, ns | instances |
|---|---|---|---|
| finish | 4.23 | 0.519 | 326 |
| global route | 4.13 | 0.541 | 326 |
| CTS | 4.23 | 0.513 | 326 |
| detailed placement | 3.93 | 0.503 | 318 |
| global placement | 3.95 | 0.501 | 318 |
| floorplan | 4.51 | 0.464 | 239 |
## synth_stat cells, drive strengths merged, types with 2 or more instances
cell / count
dfxtp: 38
nor2: 20
a21oi: 17
nand2: 14
nand4: 13
o31ai: 12
or4: 12
clkbuf: 10
nand3: 10
inv: 8
xnor2: 8
nor4: 7
o21ai: 7
a31oi: 6
nor3: 6
xor2: 6
a211oi: 5
and2: 5
and4: 5
ha: 5
and3: 4
or3: 4
dlxtn: 2
nand4b: 2
o41ai: 2
or2: 2
## metal layers
| layer | share of wire [%] | up-vias | track usage [%] |
|---|---|---|---|
| met5 | 0 | - | 0 |
| met4 | 1.6 | 0 | 2.04 |
| met3 | 2.7 | 8 | 1.99 |
| met2 | 46 | 25 | 19.2 |
| met1 | 50 | 826 | 18.4 |
| li1 | - | 917 | - |
## power breakdown
part | total, mW | switching (mW) | internal, mW | leakage [nW]
clock network | 0.170 | 0.0706 | 0.0995 | 0.0524
registers | 0.202 | 0.000210 | 0.202 | 0.322
logic | 0.0120 | 0.00527 | 0.00673 | 0.352
## cell families after synthesis
kind of cell | after synthesis | synth area share (%)
multiplexers | 1 | 0.492
latches | 2 | 1.48
XOR/XNOR | 14 | 6.03
AND-OR/OR-AND | 50 | 15.7
adder cells (fa/ha/maj) | 6 | 4.06
AND/OR/NAND/NOR | 109 | 31.3
flip-flops | 38 | 37.4
buffers and inverters | 19 | 3.57
## cell type report
cell class	instances	area, um2	area share (%)
Clock inverter	1	30.0	1.29
Timing Repair Buffer	13	125	5.38
Sequential cell	40	791	34.0
Clock buffer	7	76.3	3.28
Multi-Input combinational cell	180	1180	50.6
Tap cell	77	96.3	4.14
Inverter	8	30.0	1.29
Power and IR drop assume default switching activity.
